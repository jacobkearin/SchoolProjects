### flow/run.sh
#!/bin/bash
# OpenROAD 26Q1-2900-gdf79404cd8, Yosys 0.63+post, stock flow scripts
make -C /OpenROAD-flow-scripts/flow DESIGN_CONFIG=/design/flow/config.mk WORK_HOME=/design/flow/orfs finish
### flow/config.mk
export PLATFORM = sky130hd
export DESIGN_NAME = motor_signals
export DESIGN_NICKNAME = motor_signals
export VERILOG_FILES = /design/flow/design.v
export SDC_FILE = /design/flow/constraint.sdc
export NUM_CORES = 4
export LEC_CHECK = 1
export CORE_AREA = 10 10 70 70
export DIE_AREA = 0 0 80 80
### flow/constraint.sdc
current_design motor_signals

set clk_period 1.9
set clk_io_pct 0.2

create_clock -name clk0 -period $clk_period [get_ports {clk}]

set non_clock_inputs [all_inputs -no_clocks]
set_input_delay [expr $clk_period * $clk_io_pct] -clock clk0 $non_clock_inputs
set_output_delay [expr $clk_period * $clk_io_pct] -clock clk0 [all_outputs]
### flow/design.v
`timescale 1ns / 1ps
module motor_signals(clk, enable, fwd, Apos, Aneg, Bpos, Bneg, Cpos, Cneg, hall);
input clk, enable, fwd; 
input [2:0] hall;
output Apos, Aneg, Bpos, Bneg, Cpos, Cneg; 
parameter s0 = 6'b000000;    
parameter s1 = 6'b100001;    
parameter s2 = 6'b100100;   
parameter s3 = 6'b000110;   
parameter s4 = 6'b010010;
parameter s5 = 6'b011000;
parameter s6 = 6'b001001;
reg [5:0] state = s0;
assign {Apos, Aneg, Bpos, Bneg, Cpos, Cneg} = state;    
always @(posedge clk) begin  
    if (!enable) state <= s0;
    else case (state)
        s0: begin
            if (hall == 3'b001) state <= s1;
            else if (hall == 3'b000) state <= s2;    
            else if (hall == 3'b100) state <= s3;    
            else if (hall == 3'b110) state <= s4;    
            else if (hall == 3'b111) state <= s5;    
            else if (hall == 3'b011) state <= s6;
            else state <= s0;
        end
        s1: state <= enable ? (fwd ? s2 : s6) : s0;
        s2: state <= enable ? (fwd ? s3 : s1) : s0;
        s3: state <= enable ? (fwd ? s4 : s2) : s0;
        s4: state <= enable ? (fwd ? s5 : s3) : s0;
        s5: state <= enable ? (fwd ? s6 : s4) : s0;
        s6: state <= enable ? (fwd ? s1 : s5) : s0;
    endcase 
end
endmodule
module adc_controller(CLK, jxADC, data_out);
input CLK;
input [6:0] jxADC;
output reg [15:0] data_out;  
wire enable;
wire ready;
wire [15:0] data; 
xadc_wiz_2  XLXI_7 (
        .daddr_in(8'h1f),
        .dclk_in(CLK), 
        .den_in(enable), 
        .di_in(0), 
        .dwe_in(0),
        .vauxp15(jxADC[3]),
        .vauxn15(jxADC[7]), 
        .do_out(data),
        .eoc_out(enable),
        .drdy_out(ready));
always @(posedge CLK) begin
    data_out <= data; 
end
endmodule
module main_driver (clk, JXADC, sw, JA, JC);
input clk;
input [7:0] JXADC;
input [15:0] sw;     
input [7:0] JA;      
output [7:0] JC;     
reg [31:0] freq_counter = 0;
reg var_clk = 0;
wire [15:0] data;   
parameter min_count = 84996;     
adc_controller dut0(clk, JXADC, data);
always @(posedge clk) begin
    freq_counter <= freq_counter +1;
    if (freq_counter >= (min_count + ((4096 - data[15:4]) ** 2))) begin 
        freq_counter <= 0;
        var_clk <= !var_clk;
    end
end
motor_signals dut1(var_clk, sw[0], sw[1], JC[0], JC[1], JC[2], JC[3], JC[4], JC[5], JA[2:0]);
endmodule
==> impl_metrics.py <==
# Auto-generated metrics
metrics = {
    "logic_synthesis": {
        "flop_cell": "dfxtp_1",
        "simple_gate_share_pct": 39.8,
        "async_flop_share_pct": 0,
        "logic_family": "simple AND/OR/NAND/NOR gates",
        "ys_chip_area_um2": 644,
        "mux_area_share_pct": 0,
        "edf_count": 0,
        "yosysWarnings": 1,
        "ys_cells": 72,
        "synth_cell_type_count": 43,
        "ys_ff": 6,
        "syn_area_um2": 644,
        "synthCells": 72,
        "ys_sh_aoi_pct": 28.7,
        "xor_area_share_pct": 3.88,
        "ys_sh_adder_pct": 0,
        "synth_seq_share_pct": 18.6,
        "avgSynthCellArea_um2": 8.95,
    },
    "sta": {
        "hold_viol_final": 0,
        "finalClockPeriodUsage_pct": 92.3,
        "fin_ws_ps": 146,
        "rsz0062_at_grt": "false",
        "tns_ps": 0,
        "period_minus_slack_ps": 1750,
        "setup_viol": 0,
        "hold_ws_ps": 781,
        "slew_headroom_pct": 68.7,
        "fmax_mhz": 570,
        "fin_worst_skew_ps": 0.263,
        "slew_viol_final": 0,
        "tightestPinTransition_ps": 464,
    },
    "power_and_ir_drop": {
        "peakVddDrop_mv": 0.534,
        "p_comb_share_pct": 58.5,
        "swShare_pct": 43.6,
        "power_leakage_uw": 0.000264,
        "power.internal_uw": 598,
        "p_per_area_nw_per_um2": 1310,
        "p_clk_share_pct": 10.3,
        "p_sw_uw": 462,
        "power_frac_seq_pct": 31.2,
    },
    "cells_and_area": {
        "seq_area_um2": 123,
        "combGateArea_um2": 467,
        "final_cell_mix": "11 x clkdlybuf4s50_1, 6 x nor2_1, 5 x nor3_1, 5 x a31oi_1, 4 x dfxtp_1",
        "lay_top_count": "clkdlybuf4s50_1",
        "largest_reg_flops": 6,
        "num-fill-cells": 377,
        "instances_no_fill": 128,
        "top_regs": "state: 6 flops",
        "final_util_pct": 23.7,
        "syn2layout_area_growth_pct": 25.6,
        "regMostFlops": "state",
        "drive_gt1_share_pct": 23.2,
    },
    "setup_path": {
        "path_cells": "or4b_1 -> o2bb2ai_2 -> or3_4 -> a311oi_2",
        "critPathKind": "reg2reg",
        "crit_family": "simple AND/OR/NAND/NOR gates",
        "regToRegSetupSlack_ps": 150,
        "worstSetupStartpointType": "flip-flop",
        "arrival_ps": 1850,
        "crit_path_max_incr_delay_ps": 560,
        "cp.buffers_inverters": 0,
        "endpoint_kind": "flip-flop",
        "rr_worst_depth": 4,
        "cp_data_required_time_ps": 2000,
        "critPathMaxFanout": 11,
        "reg2reg_from": "state[3]",
        "crit_slowest_cell": "dfxtp_1",
        "r2r_end": "state[2]",
    },
    "grt": {
        "grt_pass1_wl_um": 3020,
        "grt_start_max_net_pins": 14,
        "grt_pass1_vias": 689,
        "grt.overflow.total": 0,
        "grt_usage_pct": 5.63,
        "antenna_found_initial": 0,
    },
    "die": {
        "ios": 12,
        "core_um2": 3420,
        "fp.dieArea_um2": 6400,
        "rows": 21,
        "fp.dieW_um": 80,
        "fp_util_pct": 18.9,
        "die_h_um": 80,
    },
    "placement": {
        "gpl.final_weighted_congestion": 0.833,
        "place_ws_ps": 97.2,
        "hpwl_um": 1360,
        "placed_cells": 125,
        "portBuffers": 11,
    },
    "clock_tree": {
        "path_clk_slew_ps": 40,
        "clk_path_buf_depth": 2,
        "numCtsBuffers": 3,
        "insertion_delay_ps": 230,
        "ctsHtreeMaxLevel": 1,
        "cts_root_buf": "clkbuf_4",
        "postCtsHoldBufs": 0,
        "cts_tree": "built",
        "clock_sinks": 6,
    },
    "drt": {
        "vias_per_cell": 5.04,
        "drt_iter0_drc": 19,
        "ant_nets": 0,
        "drtPass1Iterations": 4,
        "drc_errors": 0,
        "antenna_cells": 0,
        "vias": 645,
        "wl_per_cell_um": 13.7,
        "wirelength_um": 1750,
    },
    "outcome": {
        "status": "finished clean",
    },
    "min_path": {
        "hold_start": "enable",
        "hold-path-cell-count": 3,
        "hold_class": "in2reg",
        "min_delay_worst_endpoint": "state[0]",
    },
    "flow_run": {
        "warning_count": 25,
        "max-cap-violations": 0,
    },
}
-- tightest hold or removal path: cells and delay by family --
family | cells | cell delay [ps]
buffers and inverters | 1 | 460
AOI/OAI and AO/OA | 2 | 130
-- routing by layer --
metal	vias up	track usage, %	share of wire [%]
li1	318	-	-
met1	303	6.72	46
met2	20	9.23	46
met3	4	1.82	5.5
met4	0	1.94	2.1
met5	-	0	0
-- layout make-up --
class	count	area share (%)
clock buffers	3	2.78
inverters	2	0.927
multi-input cells	57	57.7
flip-flops and latches	6	15.1
well taps	46	7.11
repair buffers	14	16.4
-- kinds of logic after synthesis --
group	count (synthesis)
flops	6
simple gates	34
compound gates	21
xor+xnor	2
buf+inv	9
-- metrics by stage --
stage / instance area, µm² / power [µW]
2_1_floorplan: 644 / 746
3_3_place_gp: 785 / 958
3_5_place_dp: 785 / 949
4_1_cts: 808 / 1060
5_1_grt: 810 / 1160
6_report: 810 / 1060
-- power by group through the flow --
stage     clock network, µW  registers, µW  logic, µW
5_1_grt                 125            343        687
6_report                109            331        621
4_1_cts                 115            326        622
-- Yosys cell counts (3+ instances only) --
library cell | count | share of area, %
a31oi_1 | 5 | 4.9
dfxtp_1 | 6 | 19
nor2_1 | 6 | 3.5
nor3_1 | 5 | 3.9
o41ai_1 | 3 | 4.1
-- how the worst max path moves through the flow --
stage	startpoint	endpoint	slack [ps]	depth (start not counted)
after CTS	state[4]	Aneg	20	1
after global routing	state[3]	state[2]	30	4
final	state[3]	state[2]	150	4
-- what timing repair did --
item | 4_1_cts | 5_1_grt
resized | 1 | 1
endpoints found under the setup margin | 1 | 3
setup buffers | 0 | 0
Power and IR drop assume default switching activity.
